$ cat design/flow/config.mk
export PLATFORM = sky130hd
export DESIGN_NAME = register4bit
export DESIGN_NICKNAME = register4bit
export VERILOG_FILES = /design/flow/design.v
export SDC_FILE = /design/flow/constraint.sdc
export NUM_CORES = 4
export LEC_CHECK = 1
export CORE_AREA = 10 10 70 70
export DIE_AREA = 0 0 80 80
$ cat design/flow/constraint.sdc
current_design register4bit

set clk_period 1.5
set clk_io_pct 0.2

create_clock -name clk0 -period $clk_period [get_ports {clk}]

set non_clock_inputs [all_inputs -no_clocks]
set_input_delay [expr $clk_period * $clk_io_pct] -clock clk0 $non_clock_inputs
set_output_delay [expr $clk_period * $clk_io_pct] -clock clk0 [all_outputs]
$ cat design/flow/design.v
module and2 (input wire i0, i1, output wire o);
  assign o = i0 & i1;
endmodule
module invert (input wire i, output wire o);
  assign o = !i;
endmodule
module mux21 (input wire i0, i1, s, output wire o);
  assign o = (s==0) ? i0 : i1;
endmodule
module df (input wire clk, in, output wire q);
  reg dfout;
  always @(posedge clk) 
  dfout <= in;
  assign q = dfout;
endmodule
module dfr (input wire clk, reset, in, output wire q); 
  wire resetn, dfin;
  invert invert0 (reset, resetn);
  and2 and20 (in, resetn, dfin);
  df df0 (clk, dfin, q);
endmodule
module dfrl (input wire clk, reset, load, in, output wire q);
  wire inmux;
  mux21 mux20 (q, in, load, inmux);
  dfr dfr1 (clk, reset, inmux, q);
endmodule
module mux41(input wire i0,i1,i2,i3,input wire s1,s0,output wire o);
wire t0,t1;
mux21 mux2_0 (i0,i1,s1,t0);
mux21 mux2_1 (i2,i3,s1,t1);
mux21 mux2_2 (t0,t1,s0,o);
endmodule
module dff(input wire clk,reset,load,input wire [3:0] in,output wire [3:0] regin);
dfrl df0(clk,reset,load,in[0],regin[0]);
dfrl df1(clk,reset,load,in[1],regin[1]);
dfrl df2(clk,reset,load,in[2],regin[2]);
dfrl df3(clk,reset,load,in[3],regin[3]);
endmodule
module mux(input wire [3:0] regin,input wire s0,s1,output wire [3:0] o);
wire [3:0] inv;
assign inv[0] = !regin[0];
assign inv[1] = !regin[1];
assign inv[2] = !regin[2];
assign inv[3] = !regin[3];
mux41 mux0(regin[0],inv[0],regin[1],1'b0,s0,s1,o[0]);
mux41 mux1(regin[1],inv[1],regin[2],regin[0],s0,s1,o[1]);
mux41 mux2(regin[2],inv[2],regin[3],regin[1],s0,s1,o[2]);
mux41 mux3(regin[3],inv[3],1'b0,regin[2],s0,s1,o[3]);	
endmodule
module register4bit(input wire clk, reset, load, input wire [3:0] i, input wire [1:0] s, output wire [3:0] o);
wire [3:0] out;
mux m0(i, s[0], s[1], out);
dff d0(clk, reset, load, out, o); 	
endmodule
$ cat design/flow/run.sh
#!/bin/bash
# OpenROAD 26Q1-2900-gdf79404cd8, Yosys 0.63+post, stock flow scripts
make -C /OpenROAD-flow-scripts/flow DESIGN_CONFIG=/design/flow/config.mk WORK_HOME=/design/flow/orfs finish
==> flow_summary.toml <==
# physical design summary
[synth]
syn_area_um2 = 315
ys.flop_type = "dfxtp_1"
yosys-stat-cells = 30
synth-edff-count = 0
synthArstFlopShare_pct = 0
yosys_warnings = 1
synth_flops = 4
syn_inst = 30
ys_seq_share_pct = 25.4
yosys_area_um2 = 315
syn_avg_cell_area_um2 = 10.5
synth_cell_types = 18

[global_routing]
grt_max_degree = 11
grt_pass1_vias = 281
grt_pass1_wl_um = 1270
grt_overflow = 0
gr-usage-all-layers_pct = 2.44
antenna_found_initial = 0

[critical_path]
crit_type = "in2reg"
worstSetupEndpoint = "d0.df1.dfr1.df0.dfout"
reg2reg_depth = 2
startpoint_type = "input port"
crit_required_ns = 1.66
reg2reg_from = "d0.df3.dfr1.df0.dfout"
r2r-end = "d0.df3.dfr1.df0.dfout"
path_cells = "clkdlybuf4s50_1 -> ha_1 -> or4b_1 -> o211ai_1"
worstPathArrival_ns = 1.59
worstSetupEndpointType = "register"
cp_slowest_cell = "or4b_1"
cpPeakStageDelay_ns = 0.47
r2r_setup_slack_ns = 0.58
cp_max_fo = 2
crit_start = "i[1]"

[clock_network]
cts_buffers = 3
h-tree-depth = 1
tritoncts = "built"
path_clk_slew_ns = 0.04
holdBufCountCts = 0
clk_latency_ns = 0.23
cts.sinks = 4
cts_buffer_depth = 2
cts_root_buf = "clkbuf_4"

[sta]
tightestPinTransition_ns = 0.324
fin_ws_ns = 0.0678
setup_viol = 0
finalClockPeriodUsage_pct = 95.5
hold_viol = 0
drv_slew = 0
rsz0062_at_grt = "no"
fmax_mhz = 698
relSlewSlack_pct = 78.3
skew_ns = 0
tns_ns = 0
min_period_ns = 1.43

[min_path]
hold_path.class = "reg2reg"
min-delay-start = "d0.df0.dfr1.df0.dfout"

[job]
cap_violations = 0
warning_count = 25

[power]
pwr-share-comb_pct = 25.8
p_seq_share_pct = 35.4
power_frac_clock_pct = 38.8
p_sw_share_pct = 22.0
p_per_area_nw_per_um2 = 661
ir_drop_mv = 0.110
power.leakage_nw = 0.185
intPower_w = 0.000261
p_switching_w = 0.0000737

[placed_design]
preCtsSetupSlack_ns = -0.227
dp_hpwl_um = 652
gp_congestion = 0.784
port-buffer-count = 12
postPlaceCellArea_um2 = 482

[layout]
drive_gt1_share_pct = 27.9
post-route-cell-area_um2 = 507
layout-area-overhead-vs-synth_pct = 60.7

[run_status]
outcome = "finished clean"

[floorplan]
ios = 13
std_cell_rows = 21
die-width_um = 80
die_h_um = 80
fp_util_pct = 9.23
coreArea_um2 = 3420
die_area_um2 = 6400

[drt]
num_antenna_cells = 0
drtIter0Drc = 14
firstDrtPassIters = 2
ant_nets = 0
drc = 0
routed_wl_um = 821
wl_per_cell_um = 9.22
vias = 271
via_per_inst = 3.04
## registers in the layout, summed over array words and instances, names as in the netlist
register,flops
d0.df0.dfr1.df0.dfout,1
d0.df1.dfr1.df0.dfout,1
d0.df2.dfr1.df0.dfout,1
d0.df3.dfr1.df0.dfout,1
## synth_stat cells (2+ instances only)
| cell type | count | area [um2] |
|---|---|---|
| xnor2_1 | 2 | 17.5 |
| o211ai_1 | 2 | 15.0 |
| ha_1 | 2 | 25.0 |
| or3b_2 | 2 | 17.5 |
| mux2i_1 | 2 | 20.0 |
| nand4b_1 | 2 | 17.5 |
| dfxtp_1 | 4 | 80.1 |
| buf_4 | 4 | 30.0 |
## cells by family (layout without fill, tap and decap cells)
kind of cell / count (synthesis) / count (layout) / share of synthesized area, %
DFF: 4 / 4 / 25.4
AOI/OAI and AO/OA: 4 / 4 / 13.5
and+or+nand+nor: 10 / 10 / 29.4
xor gates and xnor gates: 2 / 2 / 5.56
adders and majority gates: 2 / 2 / 7.94
buffers and inverters: 6 / 19 / 11.9
muxes: 2 / 2 / 6.35
## through the flow
step           power (W)  cells  hold slack (ns)  util [%]
2_1_floorplan   0.000161     30            0.438         -
5_1_grt         0.000357     89            0.534      14.8
3_5_place_dp    0.000208     86            0.519      14.1
6_report        0.000335     89            0.516      14.8
3_3_place_gp    0.000208     86            0.518      14.1
4_1_cts         0.000346     89            0.524      14.8
## per-layer routing
metal	track usage, %	wire, um
met5	0	0
met3	1.14	89
met4	1.23	14
met1	2.94	357
met2	3.53	359
## area by class of cell
| cell class | count | area, um2 |
|---|---|---|
| Fill cell | 390 | 2910 |
| Multi-Input combinational cell | 20 | 198 |
| Timing Repair Buffer | 15 | 145 |
| Sequential cell | 4 | 80.1 |
| Tap cell | 46 | 57.6 |
| Clock buffer | 3 | 22.5 |
| Inverter | 1 | 3.75 |
## how the worst min path moves through the flow
stage	slack, ns	cells past startpoint	end
after global routing	0.53	2	d0.df0.dfr1.df0.dfout
final	0.52	2	d0.df0.dfr1.df0.dfout
after CTS	0.52	2	d0.df0.dfr1.df0.dfout
## timing repair
| item | CTS | global route |
|---|---|---|
| buffers inserted | 0 | 0 |
| endpoints found under the setup margin | 0 | 1 |
| resized | 0 | 1 |
## power groups by stage
stage	clock network, W	logic (W)	registers, W
after CTS	0.000139	0.0000882	0.000119
after global routing	0.000143	0.0000946	0.000120
final	0.000130	0.0000865	0.000119
## cells in the final DEF (no fill, tap or decap), types with 2 or more instances in the layout
master,n
nand4b_1,2
dfxtp_1,4
mux2i_1,2
clkdlybuf4s50_1,11
clkbuf_4,3
ha_1,2
xnor2_1,2
o211ai_1,2
or3b_2,2
buf_4,3
## worst max-delay path, delay by kind of cell
family	cells	cell delay (ns)
simple gates	1	0.47
buf+inv	1	0.42
fa+ha+maj	1	0.30
compound gates	1	0.10
Power figures rest on the tool's default switching activity, not on a simulated workload.
